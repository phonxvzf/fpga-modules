==> design.v <==
`timescale 1ns / 1ns
module counter(value, cout, reset, clk);
parameter NBITS = 4;
output reg [NBITS-1:0] value = {NBITS{1'b0}};
output wire cout;
input wire reset, clk;
assign cout = value == {NBITS{1'b1}};
always @(posedge clk)
begin
    if (reset) value = {NBITS{1'b0}};
    else value <= value + 1'b1;
end
endmodule
==> run.sh <==
#!/bin/bash
# OpenROAD 26Q1-2900-gdf79404cd8, Yosys 0.63+post, stock flow scripts
make -C /OpenROAD-flow-scripts/flow DESIGN_CONFIG=/design/flow/config.mk WORK_HOME=/design/flow/orfs finish
==> config.mk <==
export PLATFORM = sky130hd
export DESIGN_NAME = counter
export DESIGN_NICKNAME = counter
export VERILOG_FILES = /design/flow/design.v
export SDC_FILE = /design/flow/constraint.sdc
export NUM_CORES = 4
export LEC_CHECK = 1
export CORE_AREA = 10 10 70 70
export DIE_AREA = 0 0 80 80
==> constraint.sdc <==
current_design counter

set clk_period 1.5
set clk_io_pct 0.2

create_clock -name clk0 -period $clk_period [get_ports {clk}]

set non_clock_inputs [all_inputs -no_clocks]
set_input_delay [expr $clk_period * $clk_io_pct] -clock clk0 $non_clock_inputs
set_output_delay [expr $clk_period * $clk_io_pct] -clock clk0 [all_outputs]
==> results.json <==
{
  "status": "completed",
  "areaGrowthSynthToFinish_pct": 113,
  "lay_top_cells": "5 x clkdlybuf4s50_1, 3 x nor2_1, 3 x clkbuf_4",
  "rr_endpoint": "value[3]$_SDFF_PP0_",
  "grt_use_met1": 0.0240,
  "io_buffers": 6,
  "clock.fmax_ghz": 0.689,
  "gr-usage-met3": 0.0159,
  "grt_pass1_vias": 176,
  "slew_headroom": 0.880,
  "place_congestion": 0.610,
  "postCtsHoldBufs": 0,
  "post-route-util": 0.0952,
  "cts_num_sinks": 4,
  "slowest_delay_ns": 0.47,
  "die_x_um": 80,
  "hold_viol": 0,
  "ant_nets": 0,
  "syn_area_per_cell_um2": 10.9,
  "avgRoutedWirePerCell_um": 6.80,
  "ys_cells": 14,
  "routed_via_density": 2.01,
  "worst_setup_path_start_kind": "flip-flop",
  "grt_first_pass_wirelength_um": 841,
  "worstHoldStart": "value[0]$_SDFF_PP0_",
  "fin_tns_setup_ns": 0,
  "ys_seq_share": 0.525,
  "met2_usage": 0.0201,
  "reg2reg_depth": 3,
  "dr.pass1.iters": 4,
  "hold_class": "reg -> reg",
  "critPathTopFamily": "buffers and inverters",
  "drive_gt1_frac": 0.400,
  "crit_chain": "buf_4 -> clkdlybuf4s50_1",
  "syn-instance-count": 14,
  "cts_buffers": 3,
  "std_cell_rows": 21,
  "ys.flops": 4,
  "grt_max_degree": 6,
  "place_ws_ns": 0.0342,
  "grt.overflow.total": 0,
  "yosysChipArea_um2": 153,
  "io_pins": 7,
  "slowest_stage": "clkdlybuf4s50_1",
  "tritoncts": "yes",
  "finalCritPeriodShare": 0.967,
  "reg2reg_from": "value[0]$_SDFF_PP0_",
  "die-area_um2": 6400,
  "largest_reg_flops": 4,
  "clk_path_buf_depth": 2,
  "vias": 143,
  "drc": 0,
  "rsz0062_at_grt": "false",
  "synth.distinct_cells": 8,
  "worst_pin_slew_ns": 0.180,
  "drv_cap": 0,
  "path_class": "reg -> out",
  "clk_pin_slew_ns": 0.03,
  "worst_slack_ns": 0.0496,
  "setup_violations": 0,
  "synth_area_um2": 153,
  "p_leak_nw": 0.117,
  "antenna_found_initial": 0,
  "clockRootBuffer": "clkbuf_4",
  "cp-end-kind": "primary output",
  "top_usage_layer": "met1",
  "arrival_ns": 1.15,
  "coreArea_um2": 3420,
  "drtIter0Drc": 2,
  "yosys_warnings": 1,
  "ir_drop_uv": 461,
  "layout_top_cell": "clkdlybuf4s50_1",
  "regMostFlops": "value",
  "crit_path_max_fanout": 3,
  "tool_warnings": 25,
  "power_density_nw_per_um2": 881,
  "path_buffers": 2,
  "finalCriticalPeriod_ns": 1.45,
  "drv_slew": 0,
  "clkLatencyLatePin_ns": 0.23,
  "grt_use_total": 0.0174,
  "die_h_um": 80,
  "hold_end": "value[0]$_SDFF_PP0_",
  "n_antenna_cell": 0,
  "top_regs": "value: 4 flops",
  "cp.required_ns": 1.20,
  "r2r_slack_ns": 0.54,
  "fp_util": 0.0447,
  "wl_um": 483,
  "min_path_cells": 2,
  "cts-htree-levels": 1,
  "worst_clock_skew_ns": 0.00436
}
-- layout make-up --
| type | count | area [um^2] |
|---|---|---|
| multi-input combinational | 10 | 88.8 |
| fill | 407 | 3090 |
| tap | 46 | 57.6 |
| sequential | 4 | 82.6 |
| timing repair buffer | 8 | 73.8 |
| clock buffer | 3 | 22.5 |
-- layer usage --
layer | wire, um | up-vias
met5 | 0 | -
met4 | 0 | 0
met3 | 82 | 0
met2 | 132 | 10
met1 | 268 | 61
li1 | - | 72
-- cells by family (layout without fill, tap and decap cells) --
family | count (synthesis) | count (layout) | synth area share
fa+ha+maj | 1 | 1 | 0.0820
xor+xnor | 1 | 1 | 0.0574
mux | 1 | 1 | 0.0983
simple gates | 7 | 7 | 0.238
buf+inv | 0 | 11 | 0
flops | 4 | 4 | 0.525
-- how the worst max path moves through the flow --
stage,startpoint,end,cells after the start
after CTS,value[0]$_SDFF_PP0_,value[0],2
final,value[0]$_SDFF_PP0_,value[0],2
after global routing,value[0]$_SDFF_PP0_,value[0],2
-- where the power goes --
group	leakage, nW	internal, mW	switching, mW
Combinational	0.0703	0.0245	0.0101
Sequential	0.0334	0.115	0.00820
Clock	0.0138	0.0891	0.0394
Total	0.117	0.229	0.0577
-- cells in the mapped netlist (all sizes together) --
library cell  instances  share of area
and3                  1          0.049
nand3                 1          0.033
dfxtp                 4           0.52
ha                    1          0.082
mux2                  1          0.098
nor2                  3          0.074
xnor2                 1          0.057
nor2b                 2          0.082
-- worst register-to-register path, stage by stage (launching register included) --
cell and delay (ns):
dfxtp_2 0.33, buf_4 0.12, nand3_1 0.09, mux2_4 0.31
-- stage by stage --
step	cells	power [mW]	hold WS, ns	instance area, um^2
final	71	0.287	0.537	325
after global routing	71	0.302	0.568	325
after CTS	72	0.297	0.540	333
after detailed placement	68	0.158	0.528	285
after global placement	68	0.154	0.506	285
after floorplan	14	0.129	0.367	153
-- what timing repair did --
item,CTS,global route
setup buffers,1,0
pin swaps,1,0
setup endpoints to repair,1,1
gates resized,6,0
endpoints found under the hold margin,0,0
gates cloned,0,0
Power figures rest on the tool's default switching activity, not on a simulated workload.
