$ cat design/flow/run.sh
#!/bin/bash
# OpenROAD 26Q1-2900-gdf79404cd8, Yosys 0.63+post, stock flow scripts
make -C /OpenROAD-flow-scripts/flow DESIGN_CONFIG=/design/flow/config.mk WORK_HOME=/design/flow/orfs finish
$ cat design/flow/config.mk
export PLATFORM = sky130hd
export DESIGN_NAME = main
export DESIGN_NICKNAME = main
export VERILOG_FILES = /design/flow/design.v
export SDC_FILE = /design/flow/constraint.sdc
export NUM_CORES = 4
export LEC_CHECK = 1
export CORE_UTILIZATION = 40
$ cat design/flow/constraint.sdc
current_design main

set clk_period 1.0
set clk_io_pct 0.2

create_clock -name clk0 -period $clk_period [get_ports {clk}]

set non_clock_inputs [all_inputs -no_clocks]
set_input_delay [expr $clk_period * $clk_io_pct] -clock clk0 $non_clock_inputs
set_output_delay [expr $clk_period * $clk_io_pct] -clock clk0 [all_outputs]
$ cat design/flow/design.v
`timescale 1ns / 1ns
module bcd_counter(value, cout, bout, up, down, set9, set0, clk);
output wire [3:0] value;
output wire cout, bout;
input wire up, down;
input wire set9, set0;
input wire clk;
reg [3:0] state = 4'b0000;
assign value = state;
assign cout = up & (state[3] & state[0] & ~(state[2] | state[1]));
assign bout = down & ~(state[3] | state[2] | state[1] | state[0]);
always @(posedge clk)
begin
    if (set0) state = 4'h0;
    else if (set9) state = 4'h9;
    else
    begin
        case (state)
            4'h0:
            begin
                if (down)
                begin
                    state = 4'h9;
                end
                else if (up)
                begin
                    state = 4'h1;
                end
            end
            4'h9:
            begin
                if (up)
                begin
                    state = 4'h0;
                end
                else if (down)
                begin
                    state = 4'h8;
                end
            end
            default:
            begin
                if (up) state = state + 1;
                else if (down) state = state - 1;
            end
        endcase
    end
end
endmodule
`timescale 1ns / 1ns
module clock_div4(output reg clk_div = 0, input clk);
reg clock_div2 = 0;
always @(posedge clk)
begin
    clock_div2 = ~clock_div2; 
end
always @(posedge clock_div2)
begin
    clk_div = ~clk_div;
end
endmodule
`timescale 1ns / 1ns
module main(seg, an, dp, sw, btnC, btnU, clk, value3, value2, value1, value0);
parameter DEBOUNCE_COUNTER_BITS = 23;
output wire [6:0] seg;
output reg [3:0] an;  
output reg dp = 1;  
input wire btnC, btnU;
input wire [7:0] sw;
input wire clk;
wire [3:0] nan;
wire clk_div;
wire [9:0] path;
wire [3:0] up, down;
wire [3:0] cout, bout;
wire [7:0] sw_s, sw_p, sw_db;
output wire [3:0] value3, value2, value1, value0;
wire btnC_s, btnC_p, btnC_db;
wire btnU_s, btnU_p, btnU_db;
wire check9xxx, check99xx, check999x, check9999;
wire check0xxx, check00xx, check000x, check0000;
reg d;
reg [3:0] hex;
genvar i;
generate 
    for (i = 0; i < 9; i = i+1)
    begin: CLK_DIV4
        clock_div4 clone(path[i+1], path[i]);
    end
endgenerate
generate
    for (i = 0; i < 8; i = i+1)
    begin: PULSER
        single_pulser clone(sw_p[i], sw_s[i], clk_div);
    end
endgenerate
assign path[0] = clk;
assign clk_div = path[9];
synchronizer #(.WIDTH(8)) SYNCHRONIZER(sw_s, sw, clk);
synchronizer #(.WIDTH(1)) BTN_SYNCHRONIZER(btnC_s, btnC, clk);
synchronizer #(.WIDTH(1)) BTNU_SYNCHRONIZER(btnU_s, btnU, clk);
single_pulser BTN_PULSER(btnC_p, btnC_s, clk_div);
single_pulser BTNU_PULSER(btnU_p, btnU_s, clk_div);
shift_reg #(.WIDTH(4)) SHIFT_REG(nan, d, clk_div);
seven_segment SEG_CONV(seg, hex);
bcd_counter BCD_COUNTER3(value3, cout[3], bout[3], up[3], down[3], btnU_p, btnC_p, clk_div);
bcd_counter BCD_COUNTER2(value2, cout[2], bout[2], up[2], down[2], btnU_p, btnC_p, clk_div);
bcd_counter BCD_COUNTER1(value1, cout[1], bout[1], up[1], down[1], btnU_p, btnC_p, clk_div);
bcd_counter BCD_COUNTER0(value0, cout[0], bout[0], up[0], down[0], btnU_p, btnC_p, clk_div);
assign check9xxx = (value3 == 9);
assign check99xx = check9xxx & (value2 == 9);
assign check999x = check99xx & (value1 == 9);
assign check9999 = check999x & (value0 == 9);
assign check0xxx = value3 == 0;
assign check00xx = check0xxx & value2 == 0;
assign check000x = check00xx & value1 == 0;
assign check0000 = check000x & value0 == 0;
assign up[3] = (sw_p[7] | cout[2]) & ~check9xxx;
assign up[2] = (sw_p[5] | cout[1]) & ~check99xx;
assign up[1] = (sw_p[3] | cout[0]) & ~check999x;
assign up[0] = sw_p[1] & ~check9999;
assign down[3] = (sw_p[6] | bout[2]) & ~check0xxx;
assign down[2] = (sw_p[4] | bout[1]) & ~check00xx;
assign down[1] = (sw_p[2] | bout[0]) & ~check000x;
assign down[0] = sw_p[0] & ~check0000;
always @(nan)
begin
    an = ~nan;
end
always @(an)
begin
    case (an)
        4'b0111: hex = value3;
        4'b1011: hex = value2;
        4'b1101: hex = value1;
        4'b1110: hex = value0;
        default: hex = 4'b0000;
    endcase
end
always @(an)
begin
    d = nan[3];
end
endmodule
`timescale 1ns / 1ns
module seven_segment(seg, hex);
output reg [6:0] seg;   
input [3:0] hex;
always @(hex)
  case (hex)
      4'b0001 : seg = 7'b1111001;    
      4'b0010 : seg = 7'b0100100;    
      4'b0011 : seg = 7'b0110000;    
      4'b0100 : seg = 7'b0011001;    
      4'b0101 : seg = 7'b0010010;    
      4'b0110 : seg = 7'b0000010;    
      4'b0111 : seg = 7'b1111000;    
      4'b1000 : seg = 7'b0000000;    
      4'b1001 : seg = 7'b0010000;    
      4'b1010 : seg = 7'b0001000;    
      4'b1011 : seg = 7'b0000011;    
      4'b1100 : seg = 7'b1000110;    
      4'b1101 : seg = 7'b0100001;    
      4'b1110 : seg = 7'b0000110;    
      4'b1111 : seg = 7'b0001110;    
      default : seg = 7'b1000000;    
  endcase
endmodule
`timescale 1ns / 1ns
module shift_reg(string, d, clk);
parameter WIDTH = 4;
output reg [WIDTH-1:0] string = {1'b1,{WIDTH-1{1'b0}}};
input wire d;
input wire clk;
always @(posedge clk)
begin
    string[0] <= d;
    string[WIDTH-1:1] <= string[WIDTH-2:0];
end
endmodule
`timescale 1ns / 1ns
module single_pulser(pulse, signal, clk);
output reg pulse;
input wire signal;
input wire clk;
reg [1:0] state = 2'b00;
always @(posedge clk)
begin
    case (state)
        2'b00:
        begin
            if (signal) state = 2'b01;
        end
        2'b01:
        begin
            if (signal) state = 2'b10;
            else state = 2'b00;
        end
        2'b10:
        begin
            if (~signal) state = 2'b00;
        end
    endcase
end
always @(state)
begin
    case (state)
        2'b00: pulse = 0;
        2'b01: pulse = 1;
        2'b10: pulse = 0;
    endcase
end
endmodule
`timescale 1ns / 1ns
module synchronizer(sync, signal, clk);
parameter WIDTH = 1;
output reg [WIDTH-1:0] sync;
input wire [WIDTH-1:0] signal;
input wire clk;
reg [WIDTH-1:0] d;
always @(posedge clk)
begin
    d = signal;
end
always @(posedge clk)
begin
    sync = d;
end
endmodule
==> flow_summary.ini <==
; physical design summary
[run_status]
status = completed

[global_route]
grt-ovfl-total = 0
grt_pass1_vias = 2776
grtUsageTotal_pct = 14.1
antenna_found_initial = 0
grt_pass1_wl_mm = 13.2
grt_max_degree = 42

[setup_path]
worstPathBufferInverterCount = 1
cp_slowest_stage_delay_ps = 400
cpLargestDelayFamily = buffers and inverters
crit_required_ps = 1140
path_class = in -> reg
cp_max_fo = 1
startpoint_type = input port
crit_path_cell_trace = clkdlybuf4s50_1
cp.arrival_ps = 600
end_kind = register
critPathSlowestCell = clkdlybuf4s50_1

[route]
wl_per_cell_um = 12.4
dr.first_iter.drc_count = 114
antenna-diode-count = 0
via_per_inst = 4.94
first_pass_iters = 4
dr_total_vias = 3009
ant_nets = 0
postRouteWirelength_mm = 7.54
route.detailed.drc = 0

[final_timing]
untimed_endpoints = 114
tns_ps = 0
maxSlewHeadroom_pct = 57.8
unclocked_pins = 67
hold_violations = 0
slew_viol_final = 0
period_used_pct = 45.5
fin_crit_ps = 455
finClkSkew_ps = 0.676
setup_viol = 0
worst_pin_slew_ps = 632
max_freq_mhz = 2200
rsz0062_at_grt = no

[die]
core_um2 = 11100
fp_util_pct = 41.9
die_h_um = 110
rows = 38
pin_count = 39
die_area_um2 = 12000
die_x_um = 110

[yosys]
syn_inst = 439
avgSynthCellArea_um2 = 10.6
synth-edff-count = 20
yosys_area_um2 = 4640
synthArstFlopShare_pct = 0
netlist_area_um2 = 4640
synthFlopType = dfxtp_1
ys.flops = 88
synth_stat.cells = 439
synth_warnings = 8
ys_types = 79

[cells_and_area]
syn_to_final_growth_pct = 11.9
drive_gt1_share_pct = 8.96
utilization_pct = 46.9

[placed_design]
place_congestion = 0.821
place_hpwl_mm = 5.92
numPortBuffers = 37

[clock_tree]
cts_resized = 0
cts_buffers = 3
hold_buffers = 0
root_buffer = clkbuf_16
cts_tree = done
cts_buffer_depth = 2
cts_max_level = 1
cts.clk_slew.worst_paths_ps = 60
insertion_delay_ps = 250
post_cts_buffers = 0

[power_and_ir_drop]
leakage_nw = 2.17
p_sw_share_pct = 18.6
ir_drop_v = 0.000870
finalPower_w = 0.00180
pwr-share-seq_pct = 50.0
p_comb_share_pct = 2.8
p_int_w = 0.00147
power.density_nw_per_um2 = 347
clkPwrFrac_pct = 47.2
switching_power_w = 0.000336

[run]
cap_violations = 0
tool_warnings = 60

[worst_hold_path]
min_path_type = reg -> reg
## cell families (layout without fill, tap and decap cells)
logic type      Yosys count  after routing  synth area share [%]
compound gates           79             79                  13.7
simple gates            102            102                  14.5
fa+ha+maj                58             58                  16.3
latches                  10             10                  3.23
flops                    78             78                  37.9
mux                      18             18                  4.04
buf+inv                  79            109                  7.33
xor+xnor                 14             14                  2.94
other cells               1              1                0.0807
## power groups by stage
stage	Combinational (W)	Clock, W	Sequential (W)
CTS	0.0000507	0.000890	0.000902
global route	0.0000558	0.000922	0.000907
finish	0.0000503	0.000850	0.000902
## state kept, by name, summed over array words and instances (netlist names)
signal / count
BTNU_SYNCHRONIZER.d: 1
BTNU_PULSER.pulse: 1
SYNCHRONIZER.d: 8
BTNU_PULSER.state: 2
CLK_DIV4.clone.clk_div: 9
BTN_SYNCHRONIZER.d: 1
PULSER.clone.pulse: 8
BCD_COUNTER3.state: 4
SYNCHRONIZER.sync: 8
BTN_SYNCHRONIZER.sync: 1
BTN_PULSER.state: 2
CLK_DIV4.clone.clock_div2: 9
BTNU_SYNCHRONIZER.sync: 1
BCD_COUNTER2.state: 4
BTN_PULSER.pulse: 1
BCD_COUNTER1.state: 4
SHIFT_REG.string: 4
PULSER.clone.state: 16
BCD_COUNTER0.state: 4
## routing by layer
layer,vias up,part of all wire [%],track usage (%)
li1,1569,-,-
met1,1381,51,22.2
met2,57,45,23.5
met3,2,3.6,0.725
met4,0,0.33,0.667
met5,-,0,0
## layout by cell type (no fill, tap or decap), types with 3 or more instances in the layout
master	instances
o21ai_0	5
nor4_4	3
nor3_1	5
mux2i_1	15
xor2_1	7
edfxtp_1	20
o31ai_1	5
nand3b_1	7
nor2_1	28
a21oi_1	17
a32o_1	3
a21o_1	6
xnor2_1	6
fa_1	4
ha_1	54
and2_1	12
dfxtp_1	58
nor4_2	3
clkdlybuf4s50_1	37
o22ai_1	3
nand2_1	10
inv_1	65
dlxtn_1	10
clkbuf_16	3
o2bb2ai_1	3
a211oi_1	3
nand3_1	9
o31a_1	5
## synth_stat cells, types with 4 or more instances
library cell   n  area (um^2)
nand3b_1       7         52.6
xnor2_1        6         52.6
nor3_1         5         25.0
inv_1         65          244
nand3_1        9         45.0
buf_2          4         20.0
a21o_1         6         45.0
o31a_1         5         43.8
o21ai_0        5         25.0
and2_1        12         75.1
nand2_1       10         37.5
edfxtp_1      20          601
mux2i_1       15          150
nor2_1        28          105
dlxtn_1       10          150
xor2_1         7         61.3
ha_1          54          676
fa_1           4         80.1
a21oi_1       17         85.1
dfxtp_1       58         1160
o31ai_1        5         37.5
## path summary, 6_finish.rpt
| kind | cells after the start | end | from | slack, ps |
|---|---|---|---|---|
| setup / recovery | 1 | SYNCHRONIZER.d[6] | sw[6] | 550 |
| hold / removal | 0 | BTNU_SYNCHRONIZER.sync | BTNU_SYNCHRONIZER.d | 330 |
| setup reg to reg | 1 | CLK_DIV4[0].clone.clock_div2 | CLK_DIV4[0].clone.clock_div2 | 550 |
| hold reg to reg | 0 | BTNU_SYNCHRONIZER.sync | BTNU_SYNCHRONIZER.d | 330 |
## per-stage QoR
| step | worst slack, ps | hold WS [ps] | cells | cell area, um^2 |
|---|---|---|---|---|
| floorplan | 564 | 228 | 439 | 4640 |
| global route | 510 | 330 | 609 | 5200 |
| global placement | 290 | 310 | 605 | 5120 |
| finish | 545 | 325 | 609 | 5200 |
| CTS | 543 | 326 | 609 | 5200 |
| detailed placement | 270 | 312 | 605 | 5120 |
## area by class of cell
class / count / area, um^2
clock buffers: 3 / 75.1
clock inverters: 1 / 7.51
fillers: 1002 / 5880
inverters: 67 / 259
multi-input cells: 272 / 2390
flip-flops and latches: 88 / 1910
well taps: 140 / 175
repair buffers: 38 / 378
No activity file was given, so power comes from the tool's default toggle rates.
